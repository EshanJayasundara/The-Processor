[flow/design.v]
`timescale 1ns/100ps
module Mult #(
    parameter W = 8
) (
    input  [W-1:0] MULTIPLICAND,
    input  [W-1:0] MULTIPLIER,
    output [W-1:0] OUT
);
    assign #2 OUT = {MULTIPLICAND * MULTIPLIER[0]    } + 
                    {MULTIPLICAND * MULTIPLIER[1],1'b0} + 
                    {MULTIPLICAND * MULTIPLIER[2],2'b00} + 
                    {MULTIPLICAND * MULTIPLIER[3],3'b000} + 
                    {MULTIPLICAND * MULTIPLIER[4],4'b0000} + 
                    {MULTIPLICAND * MULTIPLIER[5],5'b00000} + 
                    {MULTIPLICAND * MULTIPLIER[6],6'b000000} + 
                    {MULTIPLICAND * MULTIPLIER[7],7'b0000000};
endmodule
module LeftShift(D1 , D2 , OutPut);
    input [7:0] D1 ,D2;
    output  [7:0] OutPut;
    wire [7:0] lOut [2:0];
    wire s[7:0];
    MUX2to1 layer00(lOut[0][0],D1[0],1'b0,D2[0]);
    MUX2to1 layer01(lOut[0][1],D1[1],D1[0],D2[0]);
    MUX2to1 layer02(lOut[0][2],D1[2],D1[1],D2[0]);
    MUX2to1 layer03(lOut[0][3],D1[3],D1[2],D2[0]);
    MUX2to1 layer04(lOut[0][4],D1[4],D1[3],D2[0]);
    MUX2to1 layer05(lOut[0][5],D1[5],D1[4],D2[0]);
    MUX2to1 layer06(lOut[0][6],D1[6],D1[5],D2[0]);
    MUX2to1 layer07(lOut[0][7],D1[7],D1[6],D2[0]);
    MUX2to1 layer10(lOut[1][0],lOut[0][0],1'b0,D2[1]);    
    MUX2to1 layer11(lOut[1][1],lOut[0][1],1'b0,D2[1]);
    MUX2to1 layer12(lOut[1][2],lOut[0][2],lOut[0][0],D2[1]);
    MUX2to1 layer13(lOut[1][3],lOut[0][3],lOut[0][1],D2[1]);
    MUX2to1 layer14(lOut[1][4],lOut[0][4],lOut[0][2],D2[1]);
    MUX2to1 layer15(lOut[1][5],lOut[0][5],lOut[0][3],D2[1]);
    MUX2to1 layer16(lOut[1][6],lOut[0][6],lOut[0][4],D2[1]);
    MUX2to1 layer17(lOut[1][7],lOut[0][7],lOut[0][5],D2[1]);
    MUX2to1 layer20(lOut[2][0],lOut[1][0],1'b0,D2[2]);    
    MUX2to1 layer21(lOut[2][1],lOut[1][1],1'b0,D2[2]);
    MUX2to1 layer22(lOut[2][2],lOut[1][2],1'b0,D2[2]);
    MUX2to1 layer23(lOut[2][3],lOut[1][3],1'b0,D2[2]);
    MUX2to1 layer24(lOut[2][4],lOut[1][4],lOut[1][0],D2[2]);
    MUX2to1 layer25(lOut[2][5],lOut[1][5],lOut[1][1],D2[2]);
    MUX2to1 layer26(lOut[2][6],lOut[1][6],lOut[1][2],D2[2]);
    MUX2to1 layer27(lOut[2][7],lOut[1][7],lOut[1][3],D2[2]);
    assign #2 OutPut= (D2==8'd8)? 8'd0:lOut[2];
endmodule
module RightShift (D1 , D2 , OutPut);
    input [7:0] D1 ,D2 ;
    output reg  [7:0] OutPut ;
    wire [7:0] lOut [2:0];
    wire m07;
    wire m17, m16;
    wire m27, m26, m25, m24;
    MUX2to1 layer00(lOut[0][0],D1[0],D1[1],D2[0]);
    MUX2to1 layer01(lOut[0][1],D1[1],D1[2],D2[0]);
    MUX2to1 layer02(lOut[0][2],D1[2],D1[3],D2[0]);
    MUX2to1 layer03(lOut[0][3],D1[3],D1[4],D2[0]);
    MUX2to1 layer04(lOut[0][4],D1[4],D1[5],D2[0]);
    MUX2to1 layer05(lOut[0][5],D1[5],D1[6],D2[0]);
    MUX2to1 layer06(lOut[0][6],D1[6],D1[7],D2[0]);
    MUX2to1 layer07(lOut[0][7],D1[7],m07,D2[0]);
    MUX3to1 M07(m07,D1[0],D1[7],1'b0,D2[7:6]);
    MUX2to1 layer10(lOut[1][0],lOut[0][0],lOut[0][2],D2[1]);    
    MUX2to1 layer11(lOut[1][1],lOut[0][1],lOut[0][3],D2[1]);
    MUX2to1 layer12(lOut[1][2],lOut[0][2],lOut[0][4],D2[1]);
    MUX2to1 layer13(lOut[1][3],lOut[0][3],lOut[0][5],D2[1]);
    MUX2to1 layer14(lOut[1][4],lOut[0][4],lOut[0][6],D2[1]);
    MUX2to1 layer15(lOut[1][5],lOut[0][5],lOut[0][7],D2[1]);
    MUX2to1 layer16(lOut[1][6],lOut[0][6],m16,D2[1]);
    MUX3to1 M16(m16,lOut[0][0],lOut[0][7],1'b0,D2[7:6]);
    MUX2to1 layer17(lOut[1][7],lOut[0][7],m17,D2[1]);
    MUX3to1 M17(m17,lOut[0][1],lOut[0][7],1'b0,D2[7:6]);
  	MUX2to1 layer20(lOut[2][0],lOut[1][0],lOut[1][4],D2[2]);    
    MUX2to1 layer21(lOut[2][1],lOut[1][1],lOut[1][5],D2[2]);
    MUX2to1 layer22(lOut[2][2],lOut[1][2],lOut[1][6],D2[2]);
    MUX2to1 layer23(lOut[2][3],lOut[1][3],lOut[1][7],D2[2]);
    MUX2to1 layer24(lOut[2][4],lOut[1][4],m24,D2[2]);
    MUX3to1 M24(m24,lOut[1][0],lOut[1][7],1'b0,D2[7:6]);
    MUX2to1 layer25(lOut[2][5],lOut[1][5],m25,D2[2]);
    MUX3to1 M25(m25,lOut[1][1],lOut[1][7],1'b0,D2[7:6]);
    MUX2to1 layer26(lOut[2][6],lOut[1][6],m26,D2[2]);
    MUX3to1 M26(m26,lOut[1][2],lOut[1][7],1'b0,D2[7:6]);
    MUX2to1 layer27(lOut[2][7],lOut[1][7],m27,D2[2]);
    MUX3to1 M027(m27,lOut[1][3],lOut[1][7],1'b0,D2[7:6]);
	always @ (D1, D2, lOut[2])
	begin
		if (D2[7:6] == 2'b10) #2 OutPut = lOut[2];		 
		else if (D2[7:6] == 2'b01)
		begin
			if (D2[3:0] == 4'd8) #2 OutPut = {8{D1[7]}};	 
			else #2 OutPut = lOut[2];		 
		end
		else if (D2[7:6] == 2'b00)
		begin
			if (D2[3:0] == 4'd8) #2 OutPut = 8'b0;	 
			else #2 OutPut = lOut[2];		 
		end
    end
endmodule
module MUX2to1(out, in0,in1,s);
    input in0, in1,s;
    output out ;
    wire orIn0 ,orIn1;
    and (orIn0,in0,!s);
    and (orIn1,in1,s);
    or (out , orIn0,orIn1);
endmodule
module MUX3to1 (out , in2 , in1 , in0 , s);
    input in0,in1,in2;
    output out ; 
    input [1:0] s ;
    wire orIn [2:0] ;
    wire andOut[2:0];
    or (out , orIn[0], orIn[1] , orIn[2]);
    and(andOut[0] , !s[0],!s[1]);
    and (orIn[0] , in0 , andOut[0]);
    and(andOut[1] , s[0],!s[1]);
    and (orIn[1] , in1 , andOut[1]);
    and(andOut[2] , !s[0],s[1]);
    and (orIn[2] , in2 , andOut[2]);
endmodule
module Fwd(input [7:0] data1, data2, output [7:0] out);  
        assign #1 out = data2;
endmodule
module Add(input [7:0] data1, data2, output [7:0] out);  
        assign #1.9 out = data1 + data2;
endmodule
module Ann(input [7:0] data1, data2, output [7:0] out);  
        assign #1 out = data1 & data2;
endmodule
module Orr(input [7:0] data1, data2, output [7:0] out);  
       assign #1 out = data1 | data2;
endmodule
module Alu #(parameter W = 8)(
    input      [W-1:0] data1, data2,
    input      [2:0] operation,
    output reg [W-1:0] result,
    output reg ZERO
);
    wire [7:0] fwd_out, add_out, and_out, orr_out, mul_out, lsft_out, rsft_out;
    Fwd fwd_dut(.data1(data1), .data2(data2), .out(fwd_out));  
    Add add_dut(.data1(data1), .data2(data2), .out(add_out));  
    Ann and_dut(.data1(data1), .data2(data2), .out(and_out));  
    Orr orr_dut(.data1(data1), .data2(data2), .out(orr_out));  
    Mult #(8) mul_dut(.MULTIPLICAND(data1), .MULTIPLIER(data2), .OUT(mul_out));  
    LeftShift lsft_dut(.D1(data1), .D2(data2), .OutPut(lsft_out));  
    RightShift rsft_dut(.D1(data1), .D2(data2), .OutPut(rsft_out));  
    always @(*) begin
        case (operation)
            3'b000: result = fwd_out;
            3'b001: result = add_out;
            3'b010: result = and_out;
            3'b011: result = orr_out;
            3'b100: result = mul_out;
            3'b101: result = lsft_out;
            3'b110: result = rsft_out;
        endcase
        if(add_out == 8'b00000000) ZERO = 1'b1;
        else                       ZERO = 1'b0;
    end
endmodule
[flow/run.sh]
#!/bin/bash
# OpenROAD 26Q1-2900-gdf79404cd8, Yosys 0.63+post, stock flow scripts
make -C /OpenROAD-flow-scripts/flow DESIGN_CONFIG=/design/flow/config.mk WORK_HOME=/design/flow/orfs finish
[flow/config.mk]
export PLATFORM = sky130hd
export DESIGN_NAME = Alu
export DESIGN_NICKNAME = Alu
export VERILOG_FILES = /design/flow/design.v
export SDC_FILE = /design/flow/constraint.sdc
export NUM_CORES = 4
export LEC_CHECK = 1
export CORE_UTILIZATION = 50
[flow/constraint.sdc]
current_design Alu

set clk_period 5.5
set clk_io_pct 0.2

create_clock -name clk0 -period $clk_period

set non_clock_inputs [all_inputs -no_clocks]
set_input_delay [expr $clk_period * $clk_io_pct] -clock clk0 $non_clock_inputs
set_output_delay [expr $clk_period * $clk_io_pct] -clock clk0 [all_outputs]
==> run notes <==
yosys + openroad results -> chip area 0.00532 mm², Slew Viols, Final 0, CP required 4.40 ns, Data arrival, critical path 3.90 ns, crit end category output pin, Startpoint Class primary input, Top cells excl fill/tap nor2_1 (44), nand2_1 (44), inv_1 (43), antenna violations before repair 0, ANT nets after route 0, critical-path maximum fanout 10, slowest CP cell clkdlybuf4s50_1, vias in the first global route 2485, HP Start data1[3], Finished Layout Cells 430, Fin. Hold Viols 0, post-CTS resize count 0, origin of the worst setup path data1[0], Cells after DPL 430, Site Rows 25, Met3 Wirelength 554 µm, total iterations of the first detailed-routing run 4, Die W 72.9 µm, Mapped Cells 346, min Tclk post-route 5.00 ns, Main synth FF type dlxtn_1, Worst Tran Pin Value 0.794 ns, final setup vio count 0, FP Core Util 52.6%, Max-Cap Viols 0, setup bufs post-CTS 0, Iter 0 DRT Violations 112, Routed WL 7800 µm, crit path buf inv count 2, Die Y 72.9 µm, Placed Area 0.00284 mm², Place WS 0.517 ns, register pins left without a clock 16, area grow syn2layout 12.8%, leakage power 1.32 nW, Registers, synthesis 16, Synth Cell Area 0.00252 mm², met1 wire length 3490 µm, endpoints left unconstrained 24, Synth cell types 55, max incr delay on CP 0.59 ns, Routed wire per std cell 18.1 µm, HP Class in -> out, Met2 Wirelength 3470 µm, post-route clock period utilization 91.0%, total track usage 34.3%, # DRC 0, maximum clock rate 0.200 GHz, drt via density 5.76, pwr dens 119 mW/mm², top layer in use met4, dpl hpwl 6330 µm, GP Congestion 0.957, Rel. slew slack 46.9%, largest net degree at the start of global routing 30, Synth warnings 4, fillcell total 468, Yosys chip area 0.00252 mm², # IOs 28, peak supply drop 177 µV, Tool Warnings 42, yosys stat cell total 346, unrepaired setup endpoints after global routing false, diode count 0, WHS 3.65 ns, core area 0.00479 mm², critical path, cell by cell clkdlybuf4s50_1, ha_1, fa_1, a21oi_1, o21ai_1, a21oi_1, o311ai_1, nor4b_1, clkdlybuf4s50_1, final instance area 0.00284 mm², cell family with most CP delay buffers and inverters, CP Class in -> out, Mapped Avg Cell Area 7.27 µm², I/O Buffers 28, grt ovf 0, asr flop ratio synth 0%, Hold-fix buffers, CTS 0, global-route wire length before repair 13000 µm, outcome complete, no violations, vias post-DR 2478, ratio of cells with drive above 1 in the final layout 4.96%, Post-synth EDFFs 0, final setup margin 0.496 ns, TNS Setup 0 ns
-- state kept, by name, summed over array words and instances (netlist names) --
signal,cells
result,8
rsft_dut.OutPut,8
-- kinds of logic (layout without fill, tap and decap cells) --
kind of cell | Yosys count | count (layout) | synth area share (%)
latches | 16 | 16 | 9.55
fa+ha+maj | 42 | 42 | 25.4
mux | 14 | 14 | 8.55
compound gates | 85 | 85 | 21.6
xor+xnor | 18 | 18 | 6.81
simple gates | 110 | 110 | 18.3
buf+inv | 61 | 78 | 9.85
-- layer usage --
metal | up-vias | GRT usage, %
met5 | - | 0
met4 | 0 | 12.0
met3 | 20 | 7.00
met2 | 96 | 51.6
met1 | 1142 | 50.7
li1 | 1220 | -
-- path summary, 6_finish.rpt --
check                 endpoint  slack [ns]  depth (start not counted)
worst max-delay path      ZERO        0.50                          9
worst min-delay path      ZERO        3.65                          7
-- Yosys cell counts (4+ instances only) --
cell | number | area, µm²
nand2_1 | 44 | 165
o21ai_0 | 15 | 75.1
a31oi_1 | 4 | 25.0
o22ai_1 | 7 | 43.8
mux2_2 | 4 | 45.0
a21oi_1 | 30 | 150
nor2_1 | 44 | 165
nand3_1 | 7 | 35.0
xnor2_1 | 14 | 123
inv_1 | 43 | 161
nand2b_1 | 4 | 25.0
clkbuf_1 | 5 | 18.8
mux2i_1 | 5 | 50.1
buf_2 | 6 | 30.0
dlxtn_1 | 16 | 240
ha_1 | 27 | 338
fa_1 | 15 | 300
-- layout make-up --
type	count	area (µm²)	share of cell area, %
Inverter	45	169	5.95
Multi-Input combinational cell	269	2030	71.4
Sequential cell	16	240	8.46
Timing Repair Buffer	33	318	11.2
Tap cell	67	83.8	2.95
-- where the power goes --
| group | switching, W | internal (W) | leakage (nW) |
|---|---|---|---|
| logic | 0.000182 | 0.000143 | 1.19 |
| registers | 0.000000980 | 0.0000101 | 0.128 |
| clock network | 0 | 0 | 0 |
-- stage by stage --
| stage | utilization (%) | power (W) |
|---|---|---|
| 2_1_floorplan | - | 0.000229 |
| 3_3_place_gp | 59.3 | 0.000335 |
| 3_5_place_dp | 59.3 | 0.000336 |
| 4_1_cts | 59.3 | 0.000340 |
| 5_1_grt | 59.3 | 0.000381 |
| 6_report | 59.3 | 0.000337 |
Power figures rest on the tool's default switching activity, not on a simulated workload.
